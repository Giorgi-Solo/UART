==> flow/design.v <==
`timescale 1ns / 1ps
module Receiver(
      input              CLOCK_125_p,  
      output     [7:0]  LEDR,
      output reg check_parity,  
      input      Rx);
reg [7:0] sent_data=0;
reg [3:0] counter=0;
reg [1:0] tmp=0;
wire check;
always @(posedge CLOCK_125_p) begin
tmp[0] <= Rx;
tmp[1] <= tmp[0];
end
assign check = (tmp==2'b11)&(Rx==0)&(counter==0);
assign LEDR[7:0]= (counter==0)?sent_data:0;
reg receive_enable = 0;
always @(posedge CLOCK_125_p, posedge check) begin
if(check) begin
sent_data <= 0;
counter <=0;
receive_enable <= 1;
end
else if(receive_enable) begin
counter <= counter+1;
	if(counter<8)
		sent_data[counter] <= Rx;
	else if(counter==8)
		check_parity = ((^sent_data)==Rx);
	else begin
		counter <= 0;
		receive_enable <= 0;
	end
end
end
endmodule
`timescale 1ns / 1ps
module Transmitter(
      input              CLOCK_125_p,  
      input       [2:0]  KEY,
      output      Tx,
      input       [7:0]  SW);
reg [11:0] Register_for_input_data;		
reg [3:0] counter;
reg sent_data;
assign Tx=sent_data;
wire check_btn1;  
reg tmp_btn1;
always @(posedge CLOCK_125_p) begin  
tmp_btn1<=KEY[1];
end
assign check_btn1=(tmp_btn1&(KEY[1]==0));
wire check_btn2;  
reg tmp_btn2;
always @(posedge CLOCK_125_p) begin  
tmp_btn2<=KEY[2];
end
assign check_btn2=(tmp_btn2&(KEY[2]==0));
always @(posedge CLOCK_125_p, negedge KEY[0]) begin
if(~KEY[0]) begin
Register_for_input_data[9:1] <= 0;  
Register_for_input_data[0] <= 1;  
Register_for_input_data[11:10] <= 2'b11;  
counter <= 0;
sent_data <= 1;  
end
else if(check_btn1) begin  
Register_for_input_data[8:1] <= SW;
Register_for_input_data[9] <= ^SW;
end
else if(check_btn2) begin
Register_for_input_data[0] <= 0;
Register_for_input_data[11:10] <= 2'b11;
end
else if(Register_for_input_data[0]==0) begin
sent_data <= Register_for_input_data[counter];
counter <= counter+1;
	if(counter==11)
	Register_for_input_data[0] <= 1;
end
else begin
counter <= 0;
end
end
endmodule
`timescale 1ns / 1ps
module UART(
		input CLOCK_125_p, 
      input [2:0] KEY,
		input [7:0] SW,
		input Rx,
		output Tx,
      output [7:0] LEDR,
		output check_parity  
    );
wire clock_for_Transmitter, clock_for_Receiver;
wire [11:0] Register_for_input_data;
assign Register_for_input_data = Transmitter00.Register_for_input_data;
parameter integer counter_ceil_tr = 2604; 
parameter integer counter_ceil_rec = 2604; 
clock_divider #(counter_ceil_tr) clock_divider_for_transmitter(
	.clk_in(CLOCK_125_p),.rst(KEY[0]),.clk_out(clock_for_Transmitter)
);
clock_divider #(counter_ceil_rec) clock_divider_for_receiver(
	.clk_in(CLOCK_125_p),.rst(KEY[0]),.clk_out(clock_for_Receiver)
);
Transmitter Transmitter00(
	.CLOCK_125_p(clock_for_Transmitter),
	.KEY(KEY),.Tx(Tx),.SW(SW));
Receiver Receiver00(
	.CLOCK_125_p(clock_for_Receiver),
	.Rx(Rx),.LEDR(LEDR),.check_parity(check_parity)
);
endmodule
`timescale 1ns / 1ps
module clock_divider(
    input clk_in,rst,
    output clk_out
    );
parameter integer counter_ceil = 2603;
reg [25:0] counter;
reg clock;
assign clk_out = clock;
always @(posedge clk_in, negedge rst) begin
if(~rst) begin
	counter <= 0;
	clock <= 0;
end
else begin
	counter <= counter + 1;
	if(counter==counter_ceil) begin
		counter <= 0;
		clock <= ~clock;
	end
end
end
endmodule
module baseline_c5gx(
      input              CLOCK_125_p,  
      input              CLOCK_50_B5B,  
      input              CLOCK_50_B6A,
      input              CLOCK_50_B7A,  
      input              CLOCK_50_B8A,
      inout       [35:0] GPIO,
      input       [2:0]  KEY,
      output      [9:0]  LEDR,
      input       [7:0]  SW);
UART #(.counter_ceil_tr(2604),.counter_ceil_rec(2604))uut (
		.CLOCK_125_p(CLOCK_50_B5B), 
		.KEY(KEY), 
		.SW(SW), 
		.Rx(GPIO[1]), 
		.Tx(GPIO[0]), 
		.LEDR(LEDR[7:0]), 
		.check_parity(LEDR[8])
	);
endmodule
==> flow/run.sh <==
#!/bin/bash
# OpenROAD 26Q1-2900-gdf79404cd8, Yosys 0.63+post, stock flow scripts
make -C /OpenROAD-flow-scripts/flow DESIGN_CONFIG=/design/flow/config.mk WORK_HOME=/design/flow/orfs finish
==> flow/config.mk <==
export PLATFORM = sky130hd
export DESIGN_NAME = baseline_c5gx
export DESIGN_NICKNAME = baseline_c5gx
export VERILOG_FILES = /design/flow/design.v
export SDC_FILE = /design/flow/constraint.sdc
export NUM_CORES = 4
export LEC_CHECK = 1
export CORE_UTILIZATION = 40
==> flow/constraint.sdc <==
current_design baseline_c5gx

set clk_period 5.9
set clk_io_pct 0.2

create_clock -name clk0 -period $clk_period [get_ports {CLOCK_50_B5B}]

set non_clock_inputs [all_inputs -no_clocks]
set_input_delay [expr $clk_period * $clk_io_pct] -clock clk0 $non_clock_inputs
set_output_delay [expr $clk_period * $clk_io_pct] -clock clk0 [all_outputs]
==> run notes <==
run results: post-synth cell types=47, #FFs+latches synth=87, Yosys chip area=4280 µm², io pins=62, register area share after synthesis=0.506, Mapped Area=roughly 4300 µm², syn avg cell area=10.3 µm², hpwl dp=5120 µm, post-synthesis async set-or-reset flop share=0.943, CTS max path bufs=2, placed insts=565, Top cells by area=dfrtp_1, xnor2_1, nand2_1, nand3_1, nor2_1, Commonest flop=dfrtp_1, Placer Congestion=0.832, failing step=4_1_cts, Placed Area=4620 µm², EDFF count, synth=1, Rows=37, register pins left without a clock=33, postcts setup bufs=0, Init Core Util=0.414, # Cells Yosys=414, Die H=105 µm, Run Error=[error] [KeplerFormal.cpp:679] Workflow failed: Iso has multiple drivers: .GPIO0, GPIO[0]$_DFFE_PN1P_.Q0, Die W=105 µm, count leader, synth=dfrtp_1, status=did not finish, PostCTS Resize Cnt=0, IO buf count=20, post-cts hold buffer count=0, Synth top area share=0.462, CTS Buf Count=5, H-tree levels=2, cell taking the most area after synthesis=dfrtp_1, synthesized instance count=about 410, CTS root buf=clkbuf_8, Synth top cells by count=dfrtp_1, xnor2_1, nand2_1, Ys Warns=9, endpoints left unconstrained=79
==> metrics by stage <==
step / setup WS, ns / hold slack (ns)
after floorplan: 4.28 / 0.446
after global placement: 3.74 / 0.468
after detailed placement: 3.74 / 0.469
==> kinds of logic after synthesis <==
group,count (synthesis),synth area share
xor gates and xnor gates,64,0.131
adders and majority gates,10,0.0293
DFF,87,0.506
muxes,6,0.0211
buffers and inverters,20,0.0193
other,1,0.000877
AOI/OAI and AO/OA,24,0.0380
and+or+nand+nor,202,0.254
